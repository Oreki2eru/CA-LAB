===== run.sh =====
#!/bin/bash
# OpenROAD 26Q1-2900-gdf79404cd8, Yosys 0.63+post, stock flow scripts
make -C /OpenROAD-flow-scripts/flow DESIGN_CONFIG=/design/flow/config.mk WORK_HOME=/design/flow/orfs finish

===== config.mk =====
export PLATFORM = sky130hd
export DESIGN_NAME = bridge
export DESIGN_NICKNAME = bridge
export VERILOG_FILES = /design/flow/design.v
export SDC_FILE = /design/flow/constraint.sdc
export NUM_CORES = 4
export LEC_CHECK = 1
export CORE_AREA = 10 10 169 169
export DIE_AREA = 0 0 179 179

===== design.v =====
module bridge(
    input         aclk,
    input         aresetn,
    output [ 3:0] arid   ,  
    output [31:0] araddr ,  
    output [ 7:0] arlen  ,  
    output [ 2:0] arsize ,  
    output [ 1:0] arburst,  
    output [ 1:0] arlock ,  
    output [ 3:0] arcache,  
    output [ 2:0] arprot ,  
    output        arvalid,  
    input         arready,  
    input [ 3:0]  rid    ,  
    input [31:0]  rdata  ,  
    input [ 1:0]  rresp  ,  
    input         rlast  ,  
    input         rvalid ,  
    output        rready ,  
    output [ 3:0] awid   ,  
    output [31:0] awaddr ,  
    output [ 7:0] awlen  ,  
    output [ 2:0] awsize ,  
    output [ 1:0] awburst,  
    output [ 1:0] awlock ,  
    output [ 3:0] awcache,  
    output [ 2:0] awprot ,  
    output        awvalid,  
    input         awready,  
    output [ 3:0] wid    ,  
    output [31:0] wdata  ,  
    output [ 3:0] wstrb  ,  
    output        wlast  ,  
    output        wvalid ,  
    input         wready ,  
    input  [ 3:0] bid    ,  
    input  [ 1:0] bresp  ,  
    input         bvalid ,  
    output        bready ,  
    input               	icache_rd_req,
    input   	[ 2:0]      icache_rd_type,
    input   	[31:0]      icache_rd_addr,
    output              	icache_rd_rdy,			 
    output              	icache_ret_valid,	 
	output					icache_ret_last,
    output  	[31:0]      icache_ret_data,
    input               	data_sram_req,
    input               	data_sram_wr,
    input   	[ 1:0]      data_sram_size,
    input   	[31:0]      data_sram_addr,
    input   	[31:0]      data_sram_wdata,
    input   	[ 3:0]      data_sram_wstrb,
    output                  data_sram_addr_ok,
    output                  data_sram_data_ok,
    output      [31:0]      data_sram_rdata
);
reg [4:0] r_state;
reg [4:0] r_next_state;
parameter R_FREE = 4'b0001;
parameter R_SEND = 4'b0010;
parameter R_RECV = 4'b0100;
reg [4:0] w_state;
reg [4:0] w_next_state;
parameter W_FREE = 4'b0001;
parameter W_SEND = 4'b0010;
parameter W_RECV = 4'b0100;
reg    [ 3:0] arid_r;
reg    [31:0] araddr_r;
reg    [ 2:0] arsize_r;
reg           arvalid_r;
reg           rready_r;
assign arid    = arid_r;  
assign araddr  = araddr_r;  
assign arlen   = data_sram_req & ~data_sram_wr ?  8'b0 : {6'b0,{2{icache_rd_type[2]}}} ;  
assign arsize  = arsize_r;  
assign arburst = 2'b1;  
assign arlock  = 2'b0;  
assign arcache = 4'b0;  
assign arprot  = 3'b0;  
assign arvalid = arvalid_r;  
assign rready  = rready_r;  
always @(posedge aclk) begin
    if(~aresetn) begin
        r_state <= R_FREE;
        arid_r <= 4'b0;
        araddr_r <= 32'b0;
        arsize_r <= 3'b0;
        arvalid_r <= 1'b0;
        rready_r <= 1'b0;
    end
    else begin
        case(r_state)
        R_FREE: begin
            if( icache_rd_req || data_sram_req && ~data_sram_wr) begin
                r_state <= R_SEND;
                arid_r <= {3'b0, data_sram_req && ~data_sram_wr};
                araddr_r <= (data_sram_req && ~data_sram_wr) ? data_sram_addr : icache_rd_addr ;
                arsize_r <= {1'b0, (data_sram_req && ~data_sram_wr) ? data_sram_size : 2'b10};
                arvalid_r <= 1'b1;
            end
        end
        R_SEND: begin
            if(arready) begin
                r_state <= R_RECV;
                arvalid_r <= 1'b0;
                rready_r <= 1'b1;
            end
        end
        R_RECV: begin
            if(rvalid & rlast) begin
                r_state <= R_FREE ;
                rready_r <= 1'b0;
            end
            else if(rvalid) begin
                r_state <= R_RECV;
                rready_r <= 1'b1;
            end
        end
        endcase
    end
end
reg [31:0] awaddr_r;
reg [ 2:0] awsize_r;
reg        awvalid_r;
reg [31:0] wdata_r;
reg [ 3:0] wstrb_r;
reg        wvalid_r;
reg        bready_r;
assign awid    = 1'b1;  
assign awaddr  = awaddr_r;  
assign awlen   = 8'b0;  
assign awsize  = awsize_r;  
assign awburst = 2'b1;  
assign awlock  = 2'b0;  
assign awcache = 4'b0;  
assign awprot  = 3'b0;  
assign awvalid = awvalid_r;  
assign wid     = 4'b1;  
assign wdata   = wdata_r;  
assign wstrb   = wstrb_r;  
assign wlast   = 1'b1;  
assign wvalid  = wvalid_r;  
assign bready  = bready_r;  
reg awready_r;
reg wready_r;
always @(posedge aclk) begin
    if(~aresetn) begin
        awready_r <= 1'b0;
        wready_r <= 1'b0;
    end
    else begin
        if((awready || awready_r) && (wready || wready_r)) begin
            awready_r <= 1'b0;
            wready_r <= 1'b0;
        end
        else begin
            if(awvalid && awready) begin
                awready_r <= 1'b1;
            end
            if(wvalid && wready) begin
                wready_r <= 1'b1;
            end
        end
    end
end
always @(posedge aclk) begin
    if(~aresetn) begin
        w_state <= W_FREE;
        awaddr_r <= 32'b0;
        awsize_r <= 3'b0;
        awvalid_r <= 1'b0;
        wdata_r <= 32'b0;
        wstrb_r <= 4'b0;
        wvalid_r <= 1'b0;
        bready_r <= 1'b0;
    end
    else begin
        case(w_state)
        W_FREE: begin
            if(data_sram_req && data_sram_wr) begin
                w_state <= W_SEND;
                awaddr_r <= data_sram_addr;
                awsize_r <= {1'b0, data_sram_size};
                wdata_r <= data_sram_wdata;
                wstrb_r <= data_sram_wstrb;
                awvalid_r <= 1'b1;
                wvalid_r <= 1'b1;
            end
        end
        W_SEND: begin
            if((awready || awready_r) && (wready || wready_r)) begin
                w_state <= W_RECV;
                bready_r <= 1'b1;
            end
            if(awready) begin
                awvalid_r <= 1'b0;
            end
            if(wready) begin
                wvalid_r <= 1'b0;
            end
        end
        W_RECV: begin
            if(bvalid) begin
                w_state <= W_FREE;
                bready_r <= 1'b0;
            end
        end
        endcase
    end
end
always @(posedge aclk) begin
    if(~aresetn) begin
    end
    else begin
    end
end
assign icache_rd_rdy = (~data_sram_req || data_sram_wr) && (r_state == R_FREE) && icache_rd_req; 
assign icache_ret_data = rdata;
assign icache_ret_valid = ~arid_r[0] && rvalid && rready;  
assign icache_ret_last = ~arid_r[0] && rvalid && rready && rlast;  
assign data_sram_addr_ok = ~data_sram_wr && (r_state == R_FREE) && data_sram_req || data_sram_wr && (w_state == W_FREE) && data_sram_req;
assign data_sram_data_ok = arid_r[0] && rvalid && rready || bvalid && bready;
assign data_sram_rdata = rdata;
endmodule

===== constraint.sdc =====
current_design bridge

set clk_period 4.9
set clk_io_pct 0.2

create_clock -name clk0 -period $clk_period [get_ports {aclk}]

set non_clock_inputs [all_inputs -no_clocks]
set_input_delay [expr $clk_period * $clk_io_pct] -clock clk0 $non_clock_inputs
set_output_delay [expr $clk_period * $clk_io_pct] -clock clk0 [all_outputs]

==> results.cfg <==
; generated from flow reports
[status]
status = complete, no violations

[synthesis]
synth_cell_types = 34
ys_seq_share_pct = 40.3
ff_type = dfxtp_1
postSynth.asyncResetShare_pct = 0
synthTopCellsByArea = dfxtp_1, buf_4, nand2_1
top_cell = nand2_1
top_cell_area_share_pct = 40.3
syn_area_mm2 = 0.00586
ys_chip_area_mm2 = 0.00586
yosys.area.top_type = dfxtp_1
synth-edff-count = 0
syn_area_per_cell_um2 = 8.54
ys_ff = 118
yosys_cells = 686
common_cells = nand2_1, buf_4, dfxtp_1
syn_inst = 686
ys_warn_count = 1

[setup_path]
worstPathRequired_ps = 3920
cp_top_family = buffers and inverters
path_cells = clkdlybuf4s50_1 > nor2b_4 > buf_4 > nor2b_1 > clkdlybuf4s50_1
cp_max_fo = 34
cp.arrival_ps = 2690
r2r_cells = 4
critPathSlowestCell = clkdlybuf4s50_1
cp-start-kind = input port
critPathKind = in2out
path_common_cell = clkdlybuf4s50_1
crit_buf_inv = 3
cpPeakStageDelay_ps = 560
critPathCaptureType = output pin
crit_cells = 5

[global_routing]
antenna_found_initial = 1
grt_max_degree = 63
grt_overflow = 0
grt_pass1_vias = 4821
grt_use_total_pct = 11.8
grt_pass1_wl_mm = 29.1

[final_timing]
timing.hold.ws_ps = 452
rsz0062_at_grt = no
timing.slew.headroom_pct = 58.1
min_period_ps = 3670
setup_viol_count_final = 0
tightest_slew_ps = 628
hold_violations = 0
skew_ps = 8.36
max_freq_mhz = 272
fin_tns_setup_ps = 0
period_used_pct = 75.0
maxSlewViolCount = 0

[power_and_ir_drop]
p_int_uw = 2050
pwr-share-comb_pct = 15.0
switching_share_pct = 25.9
leakagePower_uw = 0.00305
powerDensity_mw_per_mm2 = 332
vdd_drop_max_mv = 0.176
power_frac_seq_pct = 38.2
p_sw_uw = 715
p_total_uw = 2760
clockPowerShare_pct = 46.8

[placement]
dp_hpwl_mm = 14.4
gp_congestion = 0.796
place_area_mm2 = 0.00773
io_buffers = 230

[final_layout]
fill_cells = 2574
area_growth_pct = 42.2
drive_gt1_share_pct = 8.80
final_area_mm2 = 0.00833

[flow_run]
warning_count = 39
cap_violations = 0

[cts]
post_cts_buffers = 0
path_clk_slew_ps = 50
cts_sinks = 118
root_buffer = clkbuf_16
cts_tree = done
cts_made_buffers = 17
ctsHoldBuffers = 0
insertion_delay_ps = 420
htree_levels = 4
cts_resized = 0
clock_path_buffers = 2

[floorplan]
die_h_um = 179
die_area_mm2 = 0.0320
core_mm2 = 0.0250
rows = 58
die_w_um = 179
ios = 391
fp_util_pct = 23.4

[routing]
drt_iter0_drc = 212
drc = 0
via_per_inst = 4.22
wl_mm = 19.9
drt-wirelength-per-cell_um = 17.0
drt_first_pass_iters = 6
via_count = 4940
ant_nets = 0

[min_path]
holdCritPathClass = reg2reg
whs_path_depth = 2
sequential cells by signal (all words and copies together), names as in the netlist:
name and count:
araddr_r 32, arid_r 1, arsize_r 2, arvalid_r 1, awaddr_r 32, awready_r 1
awsize_r 2, awvalid_r 1, bready_r 1, r_state 3, rready_r 1, w_state 3
wdata_r 32, wready_r 1, wstrb_r 4, wvalid_r 1
path summary, 6_finish.rpt:
path	startpoint	end	slack, ps
worst max-delay path	data_sram_req	arlen[1]	1230
worst min register to register	wdata_r[3]	wdata_r[3]	450
worst min-delay path	wdata_r[3]	wdata_r[3]	450
worst max register to register	r_state[0]	arvalid_r	3140
per-layer routing:
layer / GRT usage [%] / part of all wire [%] / vias up
li1: - / - / 2450
met1: 14.9 / 41 / 2251
met2: 18.5 / 46 / 212
met3: 5.33 / 11 / 27
met4: 2.20 / 2.0 / 0
met5: 0 / 0 / -
logic make-up after synthesis:
kind of cell,synth area share (%)
AND/OR/NAND/NOR,15.3
buffers and inverters,19.2
AND-OR/OR-AND,19.5
flip-flops,40.3
multiplexers,5.47
other,0.128
per-stage QoR:
stage	utilization [%]	worst slack [ps]	instances
after detailed placement	30.9	1200	1139
after global placement	30.9	1190	1139
after global routing	33.3	1110	1171
final	33.3	1230	1172
after floorplan	-	2340	734
after CTS	33.3	1190	1171
layout by cell type, fill, tap and decap left out, drive strengths merged, types with 2 or more instances in the layout:
cell           count
inv               11
mux2i             32
nand2b             3
clkdlybuf4s50    229
a311oi             2
or2               33
dfxtp            118
and2               2
a21boi            72
nor2               6
o21ai              4
nor2b              4
bufinv             2
conb              50
a21oi             37
nand3              4
nand2            153
clkinvlp           4
buf               10
o22ai              3
o311ai            35
clkbuf            18
power groups by stage:
stage	clock network, uW	registers, uW	logic (uW)
CTS	1340	1060	426
finish	1290	1060	414
global route	1390	1060	458
tightest hold or removal path: cells and delay by family (launching register included):
family	cells	cell delay (ps)
simple gates	1	50
flops	1	300
compound gates	1	50
cell type report:
cell class	count	area, um^2	area share [%]
Sequential cell	118	2360	28.3
Clock buffer	18	439	5.27
Antenna cell	1	2.50	0.0300
Timing Repair Buffer	239	2370	28.4
Inverter	4	15.0	0.180
Multi-Input combinational cell	448	2570	30.9
Tap cell	330	413	4.95
Clock inverter	14	163	1.95
Power and IR drop assume default switching activity.
